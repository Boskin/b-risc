==> ./design.v <==
module gpio_interface(
  clk,
  aresetn,
  i_req_addr,
  i_req_wr_data,
  i_req_wr_en,
  i_req_count,
  o_res_rd_data,
  o_res_code,
  o_gpio_state
);
  parameter ADDR_START = 0;
  parameter BANK_COUNT = 1;
  localparam WORD_COUNT = BANK_COUNT;
  localparam ADDR_COUNT = WORD_COUNT * 32 / 8;
  localparam ADDR_END = ADDR_START + ADDR_COUNT - 1;
  localparam real R_ADDR_COUNT = ADDR_COUNT;
  localparam GPIO_W = WORD_COUNT * 32;
  input clk;
  input aresetn;
  input [32 - 1:0] i_req_addr;
  input [32 - 1:0] i_req_wr_data;
  input i_req_wr_en;
  input [(2) - 1:0] i_req_count;
  output reg [32 - 1:0] o_res_rd_data;
  output reg [(3) - 1:0] o_res_code;
  output [GPIO_W - 1:0] o_gpio_state;
  wire [32 - 1:0] s_res_rd_data;
  wire [(3) - 1:0] s_res_code;
  readwrite_registers#(
    .ADDR_START(ADDR_START),
    .WORD_COUNT(WORD_COUNT)
  ) rw_reg(
    .clk(clk),
    .aresetn(aresetn),
    .i_req_addr(i_req_addr),
    .i_req_wr_data(i_req_wr_data),
    .i_req_wr_en(i_req_wr_en),
    .i_req_count(i_req_count),
    .o_res_rd_data(s_res_rd_data),
    .o_res_code(s_res_code),
    .o_exposed_mem(o_gpio_state)
  );
  always@(*) begin
    if(i_req_addr >= ADDR_START && i_req_addr <= ADDR_END) begin
      o_res_rd_data = s_res_rd_data;
      o_res_code = s_res_code;
    end else begin
      o_res_rd_data = 'bz;
      o_res_code = 'bz;
    end
  end
endmodule
module readwrite_registers(
  clk,
  aresetn,
  i_req_addr,
  i_req_wr_data,
  i_req_wr_en,
  i_req_count,
  o_res_rd_data,
  o_res_code,
  o_exposed_mem
);
  parameter [32 - 1:0] ADDR_START = 0;
  parameter WORD_COUNT = 1;
  localparam ADDR_COUNT = WORD_COUNT * 32 / 8;
  localparam [32 - 1:0] ADDR_END = ADDR_START + ADDR_COUNT - 1;
  localparam [32 - 2 - 1:0] WORD_START = ADDR_START[32 - 1:2];
  localparam [32 - 2 - 1:0] WORD_END = ADDR_END[32 - 1:2];
  input clk;
  input aresetn;
  input [32 - 1:0] i_req_addr;
  input [32 - 1:0] i_req_wr_data;
  input i_req_wr_en;
  input [(2) - 1:0] i_req_count;
  output reg [32 - 1:0] o_res_rd_data;
  output reg [(3) - 1:0] o_res_code;
  output [32 * WORD_COUNT - 1:0] o_exposed_mem;
  wire [32 - 2 - 1:0] s_addr_aligned = i_req_addr[32 - 1:2];
  wire [1:0] s_offset = i_req_addr[1:0];
  reg [32 - 1:0] r_mem [WORD_END:WORD_START];
  genvar j;
  generate
    for(j = 0; j < WORD_COUNT; j = j + 1) begin: mem_assign
      assign o_exposed_mem[32 * (j + 1) - 1:32 * j] = r_mem[j + WORD_START];
    end
  endgenerate
  integer i;
  always@(posedge clk, negedge aresetn) begin
    if(aresetn == 0) begin
      for(i = 0; i < ADDR_COUNT; i = i + 1) begin
        r_mem[i] <= 0;
      end
      o_res_rd_data <= 0;
      o_res_code <= 0;
    end else if(i_req_count != (0)) begin
      if((i_req_count == (2) && s_offset[0] != 0) ||
        (i_req_count == (3) && s_offset != 0)) begin
        o_res_rd_data <= 0;
        o_res_code <= (3);
      end else if(s_addr_aligned > ADDR_END) begin
        o_res_rd_data <= 0;
        o_res_code <= (4);
      end else if(i_req_wr_en == 1) begin
        o_res_rd_data <= 0;
        o_res_code <= (2);
        case(i_req_count)
          (1):
            case(s_offset)
              0: r_mem[s_addr_aligned][7:0] <= i_req_wr_data[7:0];
              1: r_mem[s_addr_aligned][15:8] <= i_req_wr_data[7:0];
              2: r_mem[s_addr_aligned][23:16] <= i_req_wr_data[7:0];
              3: r_mem[s_addr_aligned][31:24] <= i_req_wr_data[7:0];
            endcase
          (2):
            case(s_offset)
              0: r_mem[s_addr_aligned][15:0] <= i_req_wr_data[15:0];
              2: r_mem[s_addr_aligned][31:16] <= i_req_wr_data[15:0];
            endcase
          (3): r_mem[s_addr_aligned] <= i_req_wr_data;
          default: o_res_code <= (0);
        endcase
      end else begin
        o_res_rd_data <= 0;
        o_res_code <= (1);
        case(i_req_count)
          (1):
            case(s_offset)
              0: o_res_rd_data[7:0] <= r_mem[s_addr_aligned][7:0];
              1: o_res_rd_data[7:0] <= r_mem[s_addr_aligned][15:8];
              2: o_res_rd_data[7:0] <= r_mem[s_addr_aligned][23:16];
              3: o_res_rd_data[7:0] <= r_mem[s_addr_aligned][31:24];
            endcase
          (2):
            case(s_offset)
              0: o_res_rd_data[15:0] <= r_mem[s_addr_aligned][15:0];
              2: o_res_rd_data[15:0] <= r_mem[s_addr_aligned][31:16];
            endcase
          (3): o_res_rd_data <= r_mem[s_addr_aligned];
          default: o_res_code <= (0);
        endcase
      end
    end else begin
      o_res_rd_data <= 0;
      o_res_code <= (0);
    end
  end
endmodule
==> ./run.sh <==
#!/bin/bash
# OpenROAD 26Q1-2900-gdf79404cd8, Yosys 0.63+post, stock flow scripts
make -C /OpenROAD-flow-scripts/flow DESIGN_CONFIG=/design/flow/config.mk WORK_HOME=/design/flow/orfs finish
==> ./config.mk <==
export PLATFORM = sky130hd
export DESIGN_NAME = gpio_interface
export DESIGN_NICKNAME = gpio_interface
export VERILOG_FILES = /design/flow/design.v
export SDC_FILE = /design/flow/constraint.sdc
export NUM_CORES = 4
export LEC_CHECK = 1
export CORE_UTILIZATION = 40
==> ./constraint.sdc <==
current_design gpio_interface

set clk_period 1.4
set clk_io_pct 0.2

create_clock -name clk0 -period $clk_period [get_ports {clk}]

set non_clock_inputs [all_inputs -no_clocks]
set_input_delay [expr $clk_period * $clk_io_pct] -clock clk0 $non_clock_inputs
set_output_delay [expr $clk_period * $clk_io_pct] -clock clk0 [all_outputs]
==> impl_metrics.json <==
{
  "grt_antenna_before_repair": 0,
  "tightestPinTransition_ps": 533,
  "num_rows": 32,
  "netlist_top_cells_area": "sky130_fd_sc_hd__dfrtp_1 (51%), sky130_fd_sc_hd__mux2_2 (11%), sky130_fd_sc_hd__nand2_1 (5.8%)",
  "overall_routing_resource_usage_pct": 28.1,
  "initial_core_util_pct": 41.9,
  "postRouteAntennaNets": 0,
  "cp.required_ps": 1620,
  "placement.io_buffers": 134,
  "max-clock-path-buffers": 2,
  "r2r_start": "rw_reg.r_mem[0][22]",
  "routed_via_density": 5.26,
  "synth.top_cell.area_share_pct": 51.2,
  "finalClockSkew_ps": 7.21,
  "floorplan.io_pins": 136,
  "r2r_end": "rw_reg.o_res_rd_data[6]",
  "layout-drive-gt1-share_pct": 45.5,
  "r2r_cells": 4,
  "holdWs_ps": -58.3,
  "power.ir.vdd_worst_v": 0.000585,
  "post-synth-top-area-cell": "sky130_fd_sc_hd__dfrtp_1",
  "tritoncts": "yes",
  "clk_pin_slew_ps": 80,
  "period_utilization_post_route_pct": 117,
  "first_global_vias": 3478,
  "dpl-instance-area_sq_um": 5230,
  "antenna_cells": 0,
  "syn-mean-instance-area_sq_um": 11.4,
  "worst_hold_path_type": "in2async",
  "routed_wirelength_um": 11100,
  "area_delta_synth_final_pct": 85.3,
  "yosysSeqAreaShare_pct": 51.2,
  "crit_path_launch_type": "input pin",
  "gr-total-overflow": 0,
  "via_count": 3286,
  "floorplan.core_area_sq_um": 7810,
  "routabilityCongestion": 0.861,
  "mappedNetlistArea_sq_um": 3270,
  "insertion_delay_ps": 340,
  "post_drt_wl_per_cell_um": 17.7,
  "fin_util_pct": 77.7,
  "power_w": 0.00445,
  "cts_num_sinks": 67,
  "timing.reg2reg.setup_slack_ps": -60,
  "layout.cells.non_filler": 625,
  "power_density_over_cell_area_nw_per_um2": 733,
  "total_of_flip_flops_plus_latches_after_synthesis": 67,
  "library_cell_used_as_clock_root_buffer": "sky130_fd_sc_hd__clkbuf_8",
  "path_max_fanout": 8,
  "drt_first_iter_violations": 149,
  "setup_repair_after_global_routing_missed_its_margin": "yes",
  "synth.yosys.chip_area_sq_um": 3270,
  "placed_cells_incl_taps": 562,
  "p_leak_nw": 3.13,
  "critical_path_arrival_ps": 1870,
  "max-slew-margin-rel_pct": 64.4,
  "crit_path_start": "i_req_addr[21]",
  "die_w_um": 92.5,
  "hpwl_um": 6930,
  "stdcell_area_sq_um": 6070,
  "worst_slack_ps": -244,
  "cts_buffers": 9,
  "synth-cells-yosys": 286,
  "die_area_sq_um": 8550,
  "die-height_um": 92.5,
  "synth_cell_type_count": 34,
  "stage_log_warnings": 35,
  "final-hold-violation-count": 67,
  "failed_checks": "negative hold slack, negative setup slack",
  "critical_path_class": "in2reg",
  "number_of_setup_violations_in_the_final_report": 64,
  "drc": 0,
  "grt_pass1_wl_um": 17700,
  "final-max-slew-violation-count": 0,
  "max_cap_violations": 0,
  "timing.critical_path.to_type": "flip-flop",
  "cts_max_level": 3,
  "grt_start_max_net_pins": 68,
  "ys_warns": 5,
  "finalCriticalPeriod_ps": 1640,
  "outcome": "finished, violations left",
  "dr.pass1.iters": 5,
  "fmaxAchievable_ghz": 0.608,
  "post-place-ws_ps": -951,
  "synth_cells": 286
}
metal layers:
| layer | GRT usage, % | wire length, um |
|---|---|---|
| met5 | 0 | 0 |
| met4 | 4.17 | 137 |
| met3 | 7.10 | 908 |
| met2 | 44.1 | 5170 |
| met1 | 41.9 | 4830 |
final cells by class:
cell class	count	area, sq um
clock inverters	5	83.8
repair buffers	238	2230
inverters	4	15.0
fillers	520	1740
clock buffers	11	151
flip-flops and latches	67	1680
multi-input cells	198	1780
well taps	102	128
placed cells by master (no fill, tap or decap), types with 11 or more instances in the layout:
cell	netlist	routed
sky130_fd_sc_hd__dfrtp_1	67	67
sky130_fd_sc_hd__dlygate4sd2_1	0	64
sky130_fd_sc_hd__buf_4	1	63
sky130_fd_sc_hd__nand2_1	51	50
sky130_fd_sc_hd__buf_6	1	38
sky130_fd_sc_hd__clkdlybuf4s50_1	0	33
sky130_fd_sc_hd__nor2_1	42	23
sky130_fd_sc_hd__mux2_2	32	22
sky130_fd_sc_hd__mux2_4	8	18
sky130_fd_sc_hd__a22oi_1	16	14
sky130_fd_sc_hd__nor2_2	0	13
sky130_fd_sc_hd__buf_2	6	12
sky130_fd_sc_hd__clkbuf_8	0	11
timing repair:
action	4_1_cts	5_1_grt
resized	237	23
hold endpoints to repair	67	56
endpoints found under the setup margin	129	69
cloned	3	0
pin swaps	41	12
setup buffers	44	3
report_power, final:
group | switching (W) | total (W) | internal [W]
logic | 0.000300 | 0.000632 | 0.000331
clock network | 0.000766 | 0.00187 | 0.00111
registers | 0.00000108 | 0.00194 | 0.00194
total | 0.00107 | 0.00445 | 0.00338
per-stage QoR:
| stage | TNS (ps) | hold slack, ps |
|---|---|---|
| after global placement | -49190 | 324 |
| after floorplan | -15330 | -15.6 |
| after detailed placement | -50020 | 324 |
| after global routing | -13650 | -27.3 |
| after CTS | -9920 | -44.8 |
| final | -9980 | -58.3 |
synth_stat cells:
cell type,instances
sky130_fd_sc_hd__and3_1,1
sky130_fd_sc_hd__and4_1,1
sky130_fd_sc_hd__a22oi_1,16
sky130_fd_sc_hd__nor3_1,2
sky130_fd_sc_hd__nor4_2,2
sky130_fd_sc_hd__a211oi_1,1
sky130_fd_sc_hd__buf_6,1
sky130_fd_sc_hd__a21boi_0,1
sky130_fd_sc_hd__nor2_1,42
sky130_fd_sc_hd__buf_4,1
sky130_fd_sc_hd__o21ai_0,1
sky130_fd_sc_hd__mux4_2,8
sky130_fd_sc_hd__inv_1,4
sky130_fd_sc_hd__nor3_4,1
sky130_fd_sc_hd__buf_2,6
sky130_fd_sc_hd__and2_1,1
sky130_fd_sc_hd__nand2_1,51
sky130_fd_sc_hd__a21oi_1,3
sky130_fd_sc_hd__a221o_1,1
sky130_fd_sc_hd__buf_1,2
sky130_fd_sc_hd__nand4_4,1
sky130_fd_sc_hd__nand4b_4,1
sky130_fd_sc_hd__mux2_4,8
sky130_fd_sc_hd__mux2_2,32
sky130_fd_sc_hd__nand3_1,2
sky130_fd_sc_hd__a222oi_1,8
sky130_fd_sc_hd__a21o_1,1
sky130_fd_sc_hd__mux2i_1,1
sky130_fd_sc_hd__ha_1,4
sky130_fd_sc_hd__dfrtp_1,67
sky130_fd_sc_hd__nor4_1,5
sky130_fd_sc_hd__or2_1,1
sky130_fd_sc_hd__clkbuf_1,7
sky130_fd_sc_hd__nor2b_1,2
critical path, cell delays in order:
cell and delay, ps:
sky130_fd_sc_hd__clkdlybuf4s15_1 170, sky130_fd_sc_hd__nor4_2 200, sky130_fd_sc_hd__nand2_1 130, sky130_fd_sc_hd__nor3_4 320, sky130_fd_sc_hd__buf_6 170, sky130_fd_sc_hd__nand4b_4 230
sky130_fd_sc_hd__mux2_4 370
flip-flops by register name (all words and copies together) (netlist names):
register,flops
rw_reg.o_res_rd_data,32
rw_reg.r_mem,32
rw_reg.o_res_code,3
worst max path at each step:
| stage | end | slack [ps] | depth (start not counted) |
|---|---|---|---|
| CTS | rw_reg.r_mem[0][5] | -220 | 7 |
| global route | rw_reg.r_mem[0][28] | -290 | 7 |
| finish | rw_reg.r_mem[0][28] | -240 | 7 |
cells by family after synthesis:
family	after synthesis	synth area share, %
multiplexers	49	20.5
AND/OR/NAND/NOR	113	16.1
buffers and inverters	21	2.98
flip-flops	67	51.2
AND-OR/OR-AND	32	7.72
adder cells (fa/ha/maj)	4	1.53
