==> /design/flow/design.v <==
module readonly_registers(
  clk,
  aresetn,
  i_registers,
  i_req_addr,
  i_req_count,
  o_res_rd_data,
  o_res_code
);
  parameter WORD_COUNT = 1;
  parameter ADDR_START = 0;
  localparam integer ADDR_COUNT = WORD_COUNT * 32 / 8;
  localparam ADDR_END = ADDR_COUNT + ADDR_START - 1;
  localparam [32 - 2 - 1:0] WORD_START = ADDR_START[32 - 1:2];
  localparam [32 - 2 - 1:0] WORD_END = ADDR_END[32 - 1:2];
  input clk;
  input aresetn;
  input [WORD_COUNT * 32 - 1:0] i_registers;
  input [32 - 1:0] i_req_addr;
  input [(2) - 1:0] i_req_count;
  output reg [32 - 1:0] o_res_rd_data;
  output reg [(3) - 1:0] o_res_code;
  wire [32 - 1:0] mem [ADDR_START:ADDR_END];
  wire [32 - 2 - 1:0] s_addr_aligned;
  assign s_addr_aligned = i_req_addr[32 - 1:2];
  wire [1:0] s_offset;
  assign s_offset = i_req_addr[1:0];
  genvar i;
  generate
    for(i = 0; i < WORD_COUNT; i = i + 1) begin: memory_remap
      assign mem[i + ADDR_START] = i_registers[(i + 1) * 32 - 1:i * 32];
    end
  endgenerate
  always@(posedge clk, negedge aresetn) begin
    if(aresetn == 0) begin
      o_res_rd_data <= 0;
      o_res_code <= (0);
    end else begin
      if(i_req_count != (0)) begin
        if((i_req_count == (2) && s_offset[0] != 0) ||
          (i_req_count == (3) && s_offset != 0)) begin
          o_res_rd_data <= 0;
          o_res_code <= (3);
        end else if(s_addr_aligned > ADDR_END) begin
          o_res_rd_data <= 0;
          o_res_code <= (3);
        end else begin
          o_res_rd_data <= 0;
          o_res_code <= (1);
          case(i_req_count)
            (1): begin
              o_res_rd_data[31:8] <= 0;
              case(s_offset)
                0: o_res_rd_data[7:0] <= mem[s_addr_aligned][7:0];
                1: o_res_rd_data[7:0] <= mem[s_addr_aligned][15:8];
                2: o_res_rd_data[7:0] <= mem[s_addr_aligned][23:16];
                3: o_res_rd_data[7:0] <= mem[s_addr_aligned][31:24];
                default: o_res_rd_data[7:0] <= 0;
              endcase
            end
            (2): begin
              o_res_rd_data[31:15] <= 0;
              case(s_offset[1])
                0: o_res_rd_data[15:0] <= mem[s_addr_aligned][15:0];
                1: o_res_rd_data[15:0] <= mem[s_addr_aligned][31:16];
                default: o_res_rd_data[15:0] <= 0;
              endcase
            end
            (3): o_res_rd_data <= mem[s_addr_aligned];
            default: begin 
             o_res_rd_data <= 0;
             o_res_code <= (0);
            end
          endcase
        end  
      end  
    end  
  end  
endmodule
==> /design/flow/run.sh <==
#!/bin/bash
# OpenROAD 26Q1-2900-gdf79404cd8, Yosys 0.63+post, stock flow scripts
make -C /OpenROAD-flow-scripts/flow DESIGN_CONFIG=/design/flow/config.mk WORK_HOME=/design/flow/orfs finish
==> /design/flow/config.mk <==
export PLATFORM = sky130hd
export DESIGN_NAME = readonly_registers
export DESIGN_NICKNAME = readonly_registers
export VERILOG_FILES = /design/flow/design.v
export SDC_FILE = /design/flow/constraint.sdc
export NUM_CORES = 4
export LEC_CHECK = 1
export CORE_AREA = 10 10 110 110
export DIE_AREA = 0 0 120 120
==> /design/flow/constraint.sdc <==
current_design readonly_registers

set clk_period 1.2
set clk_io_pct 0.2

create_clock -name clk0 -period $clk_period [get_ports {clk}]

set non_clock_inputs [all_inputs -no_clocks]
set_input_delay [expr $clk_period * $clk_io_pct] -clock clk0 $non_clock_inputs
set_output_delay [expr $clk_period * $clk_io_pct] -clock clk0 [all_outputs]
==> reports/qor.rpt <==
PWR
--------------------------------------------------------------------------------
Power density over cell area ......................................   734 nW/µm²
Maximum resistive drop on vdd .....................................     0.384 mV
Leakage Power .....................................................   0.00181 µW

YOSYS
--------------------------------------------------------------------------------
Netlist area before placement .....................................     2010 µm²
Count of instantiated cells in the yosys netlist ..................          175
Instance count of the mapped netlist ..............................          175
Synth Area per Inst ...............................................     11.5 µm²
Post-synth EDFFs ..................................................            0
Number of warnings printed during yosys synthesis .................           97
FFs w/ async S/R, synth ...........................................         100%
Largest cells by area after synthesis ............................. dfrtp_1 42%, nor4_4 7.4%, a32o_2 6.7%, mux2_2 5.0%, a22o_1 3.5%
Ys flop type ......................................................      dfrtp_1
Fraction of post-synthesis cell area in the top cell type by area .        42.4%
Chip area line of the yosys report ................................     2010 µm²
Yosys cell types ..................................................           33
Largest area contributor in the synthesized netlist ...............      dfrtp_1
FF+latch count, synth .............................................           34
Synth Seq Share ...................................................        42.4%

FINAL LAYOUT
--------------------------------------------------------------------------------
Count of filler cells inserted in the layout ......................          989
Top library cells by usage in the layout, fill and taps aside ..... 37 x buf_4, 34 x dfrtp_1, 28 x clkdlybuf4s50_1, 26 x dlygate4sd2_1, 18 x buf_6
Dominant logic cell type in the layout ............................        buf_4
Layout cells sized above 1 ........................................        40.7%
P&R area growth vs syn ............................................        80.1%

CLOCKING
--------------------------------------------------------------------------------
Num CTS Buffers ...................................................            5
Clock-pin slew on the worst setup and hold paths ..................      0.08 ns
Total clock sinks .................................................           34
Clk latency late pin ..............................................      0.29 ns
Clock tree root buffer cell .......................................     clkbuf_8
H-tree levels .....................................................            2
TritonCTS clock tree ..............................................         done
Worst-case clock buffer depth .....................................            2

ROUTING
--------------------------------------------------------------------------------
Detailed-route wire length ........................................      8210 µm
Routed wire length per instance ...................................      18.3 µm
Detail Route Antenna Nets .........................................            0
Vias per cell .....................................................         4.47
Total number of vias ..............................................         2013
Iteration tally of the first detailed-router pass .................            4
Number of remaining DRC errors ....................................            0
Detailed Route Iter0 Violations ...................................           72
ANT cells .........................................................            0

SETUP PATH
--------------------------------------------------------------------------------
Reg2reg start ..................................................... o_res_code[0]
Worst Setup End Kind ..............................................     register
Maximum fanout along the worst path ...............................            6
CP arrival ........................................................      1.53 ns
Critical Path RT ..................................................      1.42 ns
Worst setup path startpoint ....................................... i_req_addr[27]
Startpoint types ..................................................   input port
Worst Setup Path Type .............................................       in2reg

STA
--------------------------------------------------------------------------------
Setup repair after global routing missed its margin ...............         true
Setup tns final ...................................................     -2.62 ns
Fin. max-slew vios ................................................            0
Highest attainable clock frequency ................................      762 MHz
Number of endpoints failing setup at the final stage ..............           32
Fin crit share ....................................................         109%
Final hold viol count .............................................           34
Fin crit period ...................................................      1.31 ns
PnR worst setup slack .............................................    -0.112 ns
Final Skew ........................................................         0 ns
WHS ...............................................................   -0.0933 ns

FLOW RUN
--------------------------------------------------------------------------------
Tally of max-capacitance violations ...............................            0
Total tool warning count ..........................................           32

GLOBAL ROUTING
--------------------------------------------------------------------------------
Number of antenna violations at the first check in global routing .            0
Wire length of the first global-routing pass ......................     13100 µm
Total GRT Usage ...................................................        11.5%
Via count of the first global-routing pass ........................         2241
Total grt overflow ................................................            0
Largest net degree at the start of global routing .................           35

FLOORPLANNING
--------------------------------------------------------------------------------
Top-Level Pins ....................................................          103
Die height ........................................................       120 µm
Floorplan Core Area ...............................................     9770 µm²
Area enclosed by the die boundary .................................    14400 µm²
Fp util ...........................................................        20.5%
Die width .........................................................       120 µm
Number of cell rows ...............................................           36

MIN PATH
--------------------------------------------------------------------------------
Class of the most critical hold timing path .......................     in2async

OUTCOME
--------------------------------------------------------------------------------
Violations in the final reports ................................... hold timing, setup timing
Run status ........................................................ complete, but fails checks

PLACEMENT
--------------------------------------------------------------------------------
Pre-CTS setup slack ...............................................    -0.787 ns
Gpl congestion ....................................................        0.817
Count of buffers inserted at the top-level ports ..................           99
Half-perimeter wire length of the detailed placement result .......      6040 µm

[cell type report]
cell class	instances	area (µm²)	area share, %
repair buffers	149	1360	37.5
multi-input cells	123	1140	31.5
flip-flops and latches	34	851	23.5
well taps	133	166	4.60
clock buffers	7	86.3	2.39
inverters	3	11.3	0.311
clock inverters	1	5.00	0.138
[per-stage QoR]
stage / area, µm² / util [%] / std cells / total power, µW / hold slack (ns)
finish: 3620 / 37.0 / 450 / 2650 / -0.0933
global route: 3620 / 37.0 / 450 / 2790 / -0.0901
CTS: 3630 / 37.1 / 448 / 2700 / -0.0934
detailed placement: 3400 / 34.7 / 425 / 1790 / 0.223
global placement: 3400 / 34.7 / 425 / 1790 / 0.218
floorplan: 2040 / - / 175 / 1370 / -0.0556
[cell usage after synthesis (2+ instances only)]
master / n
dfrtp_1: 34
a32o_2: 12
nor2_1: 10
mux2_2: 9
a21oi_1: 8
a22o_1: 8
nand2_1: 8
a211oi_1: 7
a21o_1: 7
and2_1: 7
clkbuf_1: 7
mux2i_1: 7
nor4_4: 7
o21ai_0: 7
o22a_1: 7
buf_2: 5
a32o_1: 4
inv_1: 3
buf_6: 2
nand2b_1: 2
nor4_2: 2
[cells by family (layout without fill, tap and decap cells)]
logic type	count (synthesis)	in the layout	share of synthesized area, %
compound gates	65	65	26.2
mux	17	17	9.66
flops	34	34	42.4
other cells	1	1	0.187
buf+inv	18	160	4.61
simple gates	40	40	16.9
[flip-flops by register name (all words and copies together), names as in the netlist]
signal	count
o_res_code	2
o_res_rd_data	32
[worst max-delay path, stage by stage]
cell     delay [ns]
buf_2          0.11
nor4_4         0.29
nand4_4        0.13
buf_6          0.14
nor4_4         0.14
buf_4          0.19
buf_16         0.13
a32o_2         0.16
[per-layer routing]
| layer | part of all wire (%) | vias to the layer above | wire length (µm) | global-route usage (%) |
|---|---|---|---|---|
| met4 | 1.0 | 0 | 82 | 1.21 |
| met1 | 47 | 965 | 3900 | 16.6 |
| met5 | 0 | - | 0 | 0 |
| met3 | 7.6 | 6 | 625 | 3.86 |
| li1 | - | 959 | - | - |
| met2 | 44 | 83 | 3610 | 16.9 |
[report_power, final]
part	total, µW	internal [µW]	leakage [µW]	switching, µW
Sequential	1150	1150	0.000465	0.00000137
Combinational	615	335	0.00130	280
Clock	893	463	0.0000482	429
Total	2650	1940	0.00181	710
[path summary, 6_finish.rpt]
path | endpoint | slack (ns) | depth (start not counted)
max in group asynchronous | o_res_rd_data[9] | 1.10 | 2
worst max register to register | o_res_code[0] | 0.29 | 2
worst min register to register | o_res_rd_data[17] | 0.49 | 1
worst max-delay path | o_res_rd_data[20] | -0.11 | 8
min in group clk0 | o_res_rd_data[17] | 0.35 | 3
worst min-delay path | o_res_rd_data[16] | -0.09 | 2
[timing repair]
item,CTS,global route
buffers inserted,12,5
endpoints found under the setup margin,68,45
pin swaps,27,21
cloned,3,0
resized,154,43
hold endpoints to repair,34,34
Power and IR drop assume default switching activity.
