==> flow/design.v <==
module register_file(
  clk,
  aresetn,
  rd_reg_a,
  rd_reg_b,
  rd_data_a,
  rd_data_b,
  wr_en,
  wr_reg,
  wr_data
);
  parameter REG_COUNT = 32;
  parameter REG_W = 32;
  parameter REG_IDX_W = $clog2(REG_COUNT);
  parameter DUMP_VARS = 0;
  parameter DUMP_FILE = "a.vcd";
  input clk;
  input aresetn;
  input [REG_IDX_W - 1:0] rd_reg_a;
  input [REG_IDX_W - 1:0] rd_reg_b;
  output reg [REG_W - 1:0] rd_data_a;
  output reg [REG_W - 1:0] rd_data_b;
  input wr_en;
  input [REG_IDX_W - 1:0] wr_reg;
  input [REG_W - 1:0] wr_data;
  reg [REG_W - 1:0] registers [0:REG_COUNT - 1];
  integer i;
  initial begin
    if(DUMP_VARS == 1) begin
      $dumpfile(DUMP_FILE);
      for(i = 0; i < REG_COUNT; i = i + 1) begin
        $dumpvars(0, registers[i]);
      end
    end
  end
  always@(posedge clk, negedge aresetn) begin
    if(aresetn == 0) begin
      for(i = 0; i < REG_COUNT; i = i + 1) begin
        registers[i] <= 0;
      end
    end else if(wr_en == 1 && wr_reg != 0) begin
      registers[wr_reg] <= wr_data;
    end
  end
  always@(negedge clk) begin
    if(aresetn == 1) begin
      rd_data_a <= registers[rd_reg_a];
      rd_data_b <= registers[rd_reg_b];
    end
  end
endmodule
==> flow/run.sh <==
#!/bin/bash
# OpenROAD 26Q1-2900-gdf79404cd8, Yosys 0.63+post, stock flow scripts
make -C /OpenROAD-flow-scripts/flow DESIGN_CONFIG=/design/flow/config.mk WORK_HOME=/design/flow/orfs finish
==> flow/config.mk <==
export PLATFORM = sky130hd
export DESIGN_NAME = register_file
export DESIGN_NICKNAME = register_file
export VERILOG_FILES = /design/flow/design.v
export SDC_FILE = /design/flow/constraint.sdc
export NUM_CORES = 4
export LEC_CHECK = 1
export CORE_UTILIZATION = 40
==> flow/constraint.sdc <==
current_design register_file

set clk_period 2.3
set clk_io_pct 0.2

create_clock -name clk0 -period $clk_period [get_ports {clk}]

set non_clock_inputs [all_inputs -no_clocks]
set_input_delay [expr $clk_period * $clk_io_pct] -clock clk0 $non_clock_inputs
set_output_delay [expr $clk_period * $clk_io_pct] -clock clk0 [all_outputs]
==> CHANGELOG.md <==
### Implementation results

* Cell area after placement at between 60000 and 70000 um2
* H-Tree Depth at 4
* Max-cap violations at 0
* Overall fraction of global-route tracks in use at 50.90%
* Total congestion overflow at 0
* Combined buffer and inverter count along the critical path at 1
* Number of antenna violations at the first check in global routing at 18
* Pre-CTS setup slack at -2.055 ns
* Number of remaining DRC errors at 0
* Fraction of power spent switching nets at 29.64%
* Outcome: complete, but fails checks
* Cell type group with the largest total delay on the critical path: AND-OR/OR-AND gates
* Total length of routed met2 wires at 130600 um
* Simple Share, Synth at 7.366%
* EDFF count, synth at 64
* Syn. warnings at 2
* P_sw at 18.13 mW
* Placed cells at 7328
* Largest cells by area: dfrtp_1, mux2_2, a22oi_1
* Final ANT Viol Nets at 0
* Sequential share of power at 42.9%
* Power per cell area at 767.8 nW/um2
* Fin Clk Skew at between 0.04 and 0.05 ns
* Horizontal die dimension at 367.7 um
* Final instance count without filler cells at 7854
* CTS Root Buffer Type: clkbuf_16
* Number of instances in the synthesized netlist at ~4400
* Worst min-delay path category: input pin to async pin
* Highest routed metal layer: met5
* Drt pass-1 iters at 9
* CTS tree: yes
* Cell variety after synth at 71
* Internal power component at roughly 43 mW
* Vias in the first global route at 51760
* Hold Violations, Final at 0
* Amount of wire on met3 after detailed routing at 53370 um
* CP Class: register to register
* Async SR Flop Fraction at 94.12%
* Cts bufs inserted at 130
* Max-slew violation count at 0
* Fillers at 10250
* Most used logic cell in the final layout: buf_4
* Number of flip-flops and latches in the synthesized netlist at 1088
* Tool Warnings at 93
* Cell type with the largest total area after synthesis: dfrtp_1
* Clk network pwr share at 36.7%
* # Cells Yosys at 4446
* Violations in the final reports: negative setup slack
* CTS Buffer Depth at 3
* Part of the power in combinational logic at around 20%
* Count of endpoints failing setup in the final report at 129
* Capturing element type of the critical path: register
* Fraction of layout instances using a drive strength above 1 at 56.76%
* IO Port Bufs at 113
* Number of top-level pins at roughly 110
* Gp weighted congestion at 1.095
* Chip area at 135200 um2
* Post-synthesis adder-cell area fraction at 0%
* Final std cell area, no fill at 79660 um2
* RSZ-0062 raised after global routing: true
* Area Overhead vs Synth at 48.89%
* Total routed wire length on the met1 layer at 117700 um
* Sequential share of the synthesized area at 51.48%
* Tightest Pin Transition at around 0.78 ns
* Worst stage delay on the critical path at 0.40 ns
* Per-cell routed wire length at approximately 42 um
* Library cell contributing the largest single delay on the critical path: dfrtp_1
* Synthesized cell area at ~54000 um2
* Initial Util at 40.50%
* Starting DRT DRC Count at between 5000 and 6000
* First-pass GRT wire length at roughly 440000 um
* Static Leak at ~36 nW
* IR Drop Worst-Case VDD at 0.6515 mV
* Arrival time worst endpoint at 2.54 ns
* Total wire length at 329600 um
* Synth Flop Type: dfrtp_1
* DP Wirelength at about 230000 um
* Data required time of the worst path at 1.65 ns
* Dominant kind of combinational cell: multiplexers
* Max Fanout on Critical Path at 2
* Cells along the critical path: mux2i_1, o32ai_1, a2111oi_2, buf_4, and4_1, nand4_1, o22a_1
* Num Clock Sinks at 1088
* Post-Syn Area per Cell at 12.03 um2
* Clock input transition at the sequential cells of the worst setup and hold paths at roughly 0.060 ns
* Average via count per standard cell at about 6.6
* R2R Setup Slk at -0.89 ns
* Mux share of post-synthesis cell area at 22.46%
* Portion of synthesized cell area occupied by the leading cell type at 47.89%
* YS chip area at between 50000 and 60000 um2
* Final critical-path setup slack at -0.8871 ns
* Top library cells by usage in the layout, fill and taps aside: buf_4, dfrtp_1, mux2_2
* XOR Share, Synth at 0%
* Max transition margin at between 40 and 50%
* Pin count of the biggest net entering global routing at 48
* Ao+oa area frac at about 15%
* Element type at the critical path start: register
* DR vias at 51990
* Die extent in y at 367.7 um
* Row Count at around 130
* Clk Latency, worst-skew pair at 0.80 ns
* CORE AREA at 132100 um2
state kept, by name, indices dropped and copies added, names as in the netlist:
| register | cells |
|---|---|
| rd_data_a | 32 |
| rd_data_b | 32 |
| registers | 1024 |
layout make-up:
class,count,area (um2),area share (%)
inverter,10,45.04,0.05654
clock buffer,176,3746,4.702
timing repair buffer,1790,18480,23.20
tap,1755,2196,2.756
multi-input combinational,2896,26630,33.43
sequential,1088,27550,34.59
clock inverter,127,987.2,1.239
antenna,12,30.03,0.03769
logic make-up (layout without fill, tap and decap cells):
family,Yosys count,count (layout)
compound gates,1054,1054
buf+inv,462,2103
flops,1088,1088
mux,1072,1072
other cells,0,12
simple gates,770,770
layer usage:
metal | vias to the layer above | GRT usage [%]
met4 | 33 | 29.16
met1 | 26050 | 66.15
met2 | 4215 | 66.47
met5 | - | 2.386
li1 | 20290 | -
met3 | 1401 | 29.91
per-stage QoR:
stage | power [mW] | util, % | TNS (ns) | hold slack, ns
after floorplan | 30.12 | - | -50.53 | 0.1644
after global placement | 37.64 | 52.82 | -223.62 | 0.3890
after detailed placement | 37.75 | 52.82 | -236.05 | 0.3894
after CTS | 60.47 | 59.14 | -138.63 | 0.4039
after global routing | 62.93 | 60.27 | -79.56 | 0.008687
final | 61.16 | 60.29 | -77.16 | 0.01936
power by group through the flow:
stage	clock (mW)	combinational (mW)	sequential [mW]
global route	23.4	13.1	26.5
finish	22.5	12.5	26.2
CTS	22.5	11.9	26.0
cell usage after synthesis (33+ instances only):
library cell  instances
a21oi_1              76
a222oi_1             33
a22o_1               44
a22oi_1             714
buf_1                48
buf_2               161
clkbuf_1            211
dfrtp_1            1024
edfxtp_1             64
mux2_2             1017
mux2i_1              54
nand2_1             206
nand3_1              68
nand4_1             101
nor2_1              156
nor3_1               69
o21ai_0              33
path summary, 6_finish.rpt:
| kind | cells after the start | to | startpoint |
|---|---|---|---|
| setup / recovery | 7 | rd_data_b[26]$_DFFE_NP_ | registers[21][26]$_DFFE_PN0P_ |
| hold / removal | 3 | registers[12][3]$_DFFE_PN0P_ | aresetn |
| setup reg to reg | 7 | rd_data_b[26]$_DFFE_NP_ | registers[21][26]$_DFFE_PN0P_ |
| hold reg to reg | 0 | registers[0][6]$_DFFE_PN0P_ | registers[0][6]$_DFFE_PN0P_ |
| max in group asynchronous | 5 | registers[27][13]$_DFFE_PN0P_ | aresetn |
| min in group clk0 | 0 | registers[0][6]$_DFFE_PN0P_ | registers[0][6]$_DFFE_PN0P_ |
worst register-to-register path, stage by stage (launching register included):
cell and delay (ns):
dfrtp_1 0.40, mux2i_1 0.20, o32ai_1 0.16, a2111oi_2 0.29, buf_4 0.19, and4_1 0.18
nand4_1 0.10, o22a_1 0.23
timing repair:
| item | 4_1_cts | 5_1_grt |
|---|---|---|
| hold endpoints to repair | 80 | 25 |
| resized | 697 | 239 |
| pin swaps | 231 | 215 |
| hold buffers | 3 | 2 |
| buffers inserted | 156 | 73 |
| setup endpoints to repair | 128 | 295 |
| gates cloned | 9 | 1 |
Power and IR drop assume default switching activity.
